`flow/design.v`:
```
interface uart_if ();
  logic uart_rx_i;
  logic uart_tx_o;
  logic irq_o;
  modport dut(input uart_rx_i, output uart_tx_o, output irq_o);
  modport tb(output uart_rx_i, input uart_tx_o, input irq_o);
endinterface
module uart_rx (
    input  logic        clk_i,
    input  logic        rst_n_i,
    input  logic        rx_i,
    output logic        busy_o,
    input  logic        cfg_en_i,
    input  logic [15:0] cfg_div_i,
    input  logic        cfg_parity_en_i,
    input  logic [ 1:0] cfg_parity_sel_i,
    input  logic [ 1:0] cfg_bits_i,
    output logic        err_o,
    input  logic        err_clr_i,
    output logic [ 7:0] rx_data_o,
    output logic        rx_valid_o,
    input  logic        rx_ready_i
);
  typedef enum logic [2:0] {
    IDLE,
    START_BIT,
    DATA,
    SAVE_DATA,
    PARITY,
    STOP_BIT
  } fsm_t;
  fsm_t s_fsm_d, s_fsm_q;
  logic [7:0] s_reg_data_d, s_reg_data_q;
  logic [2:0] reg_rx_sync, s_reg_bit_cnt_d, s_reg_bit_cnt_q;
  logic [2:0] s_target_bits;
  logic s_parity_bit_d, s_parity_bit_q;
  logic s_sample_data, s_baudgen_en, s_bit_done;
  logic s_start_bit, s_set_error, s_rx_fall;
  logic [15:0] s_baud_cnt;
  assign busy_o = (s_fsm_q != IDLE);
  always_comb begin
    unique case (cfg_bits_i)
      2'b00:   s_target_bits = 3'd4;
      2'b01:   s_target_bits = 3'd5;
      2'b10:   s_target_bits = 3'd6;
      2'b11:   s_target_bits = 3'd7;
      default: s_target_bits = 3'd4;
    endcase
  end
  always_comb begin
    s_sample_data   = 1'b0;
    rx_valid_o      = 1'b0;
    s_baudgen_en    = 1'b0;
    s_start_bit     = 1'b0;
    s_set_error     = 1'b0;
    s_fsm_d         = s_fsm_q;
    s_parity_bit_d  = s_parity_bit_q;
    s_reg_bit_cnt_d = s_reg_bit_cnt_q;
    s_reg_data_d    = s_reg_data_q;
    unique case (s_fsm_q)
      IDLE: begin
        if (s_rx_fall) begin
          s_fsm_d      = START_BIT;
          s_baudgen_en = 1'b1;
          s_start_bit  = 1'b1;
        end
      end
      START_BIT: begin
        s_parity_bit_d = 1'b0;
        s_baudgen_en   = 1'b1;
        s_start_bit    = 1'b1;
        if (s_bit_done) s_fsm_d = DATA;
      end
      DATA: begin
        s_baudgen_en   = 1'b1;
        s_parity_bit_d = s_parity_bit_q ^ reg_rx_sync[2];
        case (cfg_bits_i)
          2'b00: s_reg_data_d = {3'b000, reg_rx_sync[2], s_reg_data_q[4:1]};
          2'b01: s_reg_data_d = {2'b00, reg_rx_sync[2], s_reg_data_q[5:1]};
          2'b10: s_reg_data_d = {1'b0, reg_rx_sync[2], s_reg_data_q[6:1]};
          2'b11: s_reg_data_d = {reg_rx_sync[2], s_reg_data_q[7:1]};
        endcase
        if (s_bit_done) begin
          s_sample_data = 1'b1;
          if (s_reg_bit_cnt_q == s_target_bits) begin
            s_reg_bit_cnt_d = 'h0;
            s_fsm_d         = SAVE_DATA;
          end else begin
            s_reg_bit_cnt_d = s_reg_bit_cnt_q + 1;
          end
        end
      end
      SAVE_DATA: begin
        s_baudgen_en = 1'b1;
        rx_valid_o   = 1'b1;
        if (rx_ready_i)
          if (cfg_parity_en_i) s_fsm_d = PARITY;
          else s_fsm_d = STOP_BIT;
      end
      PARITY: begin
        s_baudgen_en = 1'b1;
        if (s_bit_done) begin
          unique case (cfg_parity_sel_i)
            2'b00: if (reg_rx_sync[2] != ~s_parity_bit_q) s_set_error = 1'b1;
            2'b01: if (reg_rx_sync[2] != s_parity_bit_q) s_set_error = 1'b1;
            2'b10: if (reg_rx_sync[2] != 1'b0) s_set_error = 1'b1;
            2'b11: if (reg_rx_sync[2] != 1'b1) s_set_error = 1'b1;
          endcase
          s_fsm_d = STOP_BIT;
        end
      end
      STOP_BIT: begin
        s_baudgen_en = 1'b1;
        if (s_bit_done) begin
          s_fsm_d = IDLE;
        end
      end
      default: s_fsm_d = IDLE;
    endcase
  end
  always_ff @(posedge clk_i or negedge rst_n_i) begin
    if (~rst_n_i) begin
      s_fsm_q         <= IDLE;
      s_reg_data_q    <= 8'hFF;
      s_reg_bit_cnt_q <= 'h0;
      s_parity_bit_q  <= 1'b0;
    end else begin
      if (s_bit_done) begin
        s_parity_bit_q <= s_parity_bit_d;
      end
      if (s_sample_data) begin
        s_reg_data_q <= s_reg_data_d;
      end
      s_reg_bit_cnt_q <= s_reg_bit_cnt_d;
      if (cfg_en_i) s_fsm_q <= s_fsm_d;
      else s_fsm_q <= IDLE;
    end
  end
  assign s_rx_fall = ~reg_rx_sync[1] & reg_rx_sync[2];
  always_ff @(posedge clk_i or negedge rst_n_i) begin
    if (~rst_n_i) reg_rx_sync <= 3'b111;
    else begin
      if (cfg_en_i) reg_rx_sync <= {reg_rx_sync[1:0], rx_i};
      else reg_rx_sync <= 3'b111;
    end
  end
  always_ff @(posedge clk_i or negedge rst_n_i) begin
    if (~rst_n_i) begin
      s_baud_cnt <= 'h0;
      s_bit_done <= 1'b0;
    end else begin
      if (s_baudgen_en) begin
        if (!s_start_bit && (s_baud_cnt == cfg_div_i)) begin
          s_baud_cnt <= 'h0;
          s_bit_done <= 1'b1;
        end else if (s_start_bit && (s_baud_cnt == {1'b0, cfg_div_i[15:1]})) begin
          s_baud_cnt <= 'h0;
          s_bit_done <= 1'b1;
        end else begin
          s_baud_cnt <= s_baud_cnt + 1;
          s_bit_done <= 1'b0;
        end
      end else begin
        s_baud_cnt <= 'h0;
        s_bit_done <= 1'b0;
      end
    end
  end
  always_ff @(posedge clk_i or negedge rst_n_i) begin
    if (~rst_n_i) begin
      err_o <= 1'b0;
    end else begin
      if (err_clr_i) begin
        err_o <= 1'b0;
      end else begin
        if (s_set_error) err_o <= 1'b1;
      end
    end
  end
  assign rx_data_o = s_reg_data_q;
endmodule
```
`flow/config.mk`:
```
export PLATFORM = sky130hd
export DESIGN_NAME = uart_rx
export DESIGN_NICKNAME = uart_rx
export VERILOG_FILES = /design/flow/design.v
export SDC_FILE = /design/flow/constraint.sdc
export NUM_CORES = 4
export LEC_CHECK = 1
export CORE_UTILIZATION = 40
```
`flow/run.sh`:
```
#!/bin/bash
# OpenROAD 26Q1-2900-gdf79404cd8, Yosys 0.63+post, stock flow scripts
make -C /OpenROAD-flow-scripts/flow DESIGN_CONFIG=/design/flow/config.mk WORK_HOME=/design/flow/orfs finish
```
`flow/constraint.sdc`:
```
current_design uart_rx

set clk_period 5.2
set clk_io_pct 0.2

create_clock -name clk0 -period $clk_period [get_ports {clk_i}]

set non_clock_inputs [all_inputs -no_clocks]
set_input_delay [expr $clk_period * $clk_io_pct] -clock clk0 $non_clock_inputs
set_output_delay [expr $clk_period * $clk_io_pct] -clock clk0 [all_outputs]
```
==> run notes <==
Flow results follow.

The flow ran to the end, and the final reports show no timing, DRC or antenna violations. For this run, the number of Yosys warnings is 1. The overflow left after global routing is 0. The remaining antenna violation count is 0. The initialized floorplan defines 26 standard-cell rows. The share of the core filled with cells is 0.516. The path class of the tightest hold or removal check is reg2reg. The stat command in Yosys gives a chip area of 2220 um^2.

The per-cell via count in the routed design is 4.96. The worst slack at placement is 2.31 ns. The summed area of non-filler cells in the final layout is 2700 um^2. TritonCTS built the clock tree.

The die is 76.5 um wide. The clock latency on the worst-skew pair is 0.29 ns. By area the synthesized netlist is led by dfrtp_1, xor2_1, dfstp_2, nor2_1, nand2_1. The height of the chip is 76.5 um. Adding up every negative setup slack in the final design gives 0 ns. The final estimated routing congestion in global placement is 0.874. The vias after detailed routing is 1652.

The leakage power total is 1.17 nW. The hold buffer count at cts is 0. On the final layout, the worst hold slack is 0.475 ns.

The final antenna diode count is 0. For reference, the mux area share after synthesis is 0.0389. Per the final layout report, the fraction of cells sized above drive strength 1 comes to 0.156. The post-synth count of flops with an enable pin is 0. The number of global-route vias before repair was 1600. The synthesized instance count is 228. The total global routing track utilization is 0.164. The share of synthesized cell area in and, or, nand and nor gates is 0.214. The synthesized area is 2220 um^2. Of the post-synthesis cell area, the dominant cell type holds 0.282. The final wirelength is 4130 um.

The maximum number of pins on one net before global-route repair is 37. The worst slew margin relative to its limit is 0.665. The final setup violation count is 0. Between clock sinks in the finished design, the worst skew comes to 0.00763 ns.

The share of the clock period used by the worst path after layout is 0.518. The yosys cell count is 228. The port buffer count is 37. The post-synthesis share of cell area spent on full adders, half adders and majority gates is 0.0226. For this design, the sink count on the clock tree is 36. The number of post-CTS setup repair buffers is 0. Summed over all nets, the half-perimeter wirelength after detailed placement is 2960 um.

Per the synthesis report, the number of distinct cell types is 36. The number of top-level pins is 38. The number of DRC violations after detailed routing is 0. Of the synthesized area, sequential elements account for 0.413.

The maximum clock path buffer count is 2. In this run, the synthesized area fraction spent on xor and xnor cells is recorded as 0.194. The final non-filler cell total is 333.

The minimum period implied by the final worst setup slack is 2.69 ns. The root buffer cell is clkbuf_8. The number of slew-limit violations in the final report is 0. The largest voltage drop on the vdd net is 0.134 mV. The fill cell total of the finished layout is 493. In this build the clock could be raised as far as 0.371 GHz. The async set-reset flop share out of synthesis is 1.00. The layout overhead on the synthesized area is 21.8%. Looking at the clock tree report, the H-tree level count equals 2. The cell count after placement is 325.

The fraction of the mapped netlist area in compound gates is 0.0728. After synthesis, the largest family of logic cells by area is simple AND/OR/NAND/NOR gates. STA lists the maximum fanout along the critical path as 7.

The slew at the pin closest to its max-slew limit is 0.501 ns. The worst setup path is captured at a primary output. The mean instance size in the synthesized netlist is 9.72 um^2.

The dominant register cell in the synthesized netlist is dfrtp_1. The commonest cells after synthesis are xor2_1, dfrtp_1, nor2_1. In the post-route analysis, the smallest setup slack over all paths is 2.51 ns.

Looking at the setup timing report, the critical path kind is reg2out. The iteration count of the initial detailed-routing pass is 4. Per the post-CTS timing run, clock transition at the registers of the reported paths is 0.08 ns. Summing over the stages, the warning tally comes to 26.

For this configuration, the core starts out at a cell density of 0.423. The power density of the placed cells is 206 nW/um^2. The dominant cell type by area after synthesis is dfrtp_1. According to the timing report, the data required time at the worst endpoint equals 4.16 ns. The first global-routing pass estimated 7560 um of wire. The number of synthesized register bits is 36. Endpoints failing hold in the final report were tallied at 0. The total placed instance area is 2610 um^2. The initial antenna violation count is 0.

The chip occupies 5840 um^2. The arrival time of data at the critical path endpoint is 1.65 ns. xor2_1 is the most common cell in the netlist. Setup repair after global routing left no endpoint under its margin.

The power after layout is 0.557 mW. The max-capacitance violation count is 0. Buffers inserted during clock tree synthesis total 5.

According to the floorplan report, the placeable core area is 5240 um^2. The post-cts gate resize count is 0. The detailed router's first-iteration violation count is 61. The per-cell routed wire length is 12.4 um. STA classifies the critical path startpoint as a flop.
-- worst max-delay path: stages (launching register included) --
cell	delay, ns
dfrtp_1	0.45
inv_1	0.20
nand2_1	0.13
nor2_1	0.12
clkdlybuf4s50_1	0.46
-- state kept, by name, indices dropped and copies added, names as in the netlist --
register	count
s_bit_done	1
s_reg_data_q	8
s_reg_bit_cnt_q	3
s_fsm_q	3
reg_rx_sync	3
s_parity_bit_q	1
s_baud_cnt	16
err_o	1
-- layout by cell type (no fill, tap or decap), types with 2 or more instances in the layout --
cell,netlist,routed
dfrtp_1,25,25
nand3_1,10,10
mux2i_1,3,3
nor2b_1,4,4
nor2_2,10,10
buf_4,0,2
clkdlybuf4s50_1,0,37
dfstp_2,11,11
and3_1,4,4
nor4_1,5,5
nor2_1,21,21
inv_1,5,5
a22o_1,3,3
xor2_1,42,42
and4_1,2,2
nand4_1,5,5
ha_1,4,4
nand2_1,19,19
nand2b_1,4,4
mux2_2,5,5
a21oi_1,3,3
nor4_2,3,3
clkbuf_8,0,6
xnor2_1,7,7
o21ai_0,10,10
-- final timing paths --
| path | startpoint | end | slack [ns] | cells past startpoint |
|---|---|---|---|---|
| hold / removal | s_reg_bit_cnt_q[2]$_DFFE_PN0P_ | s_reg_bit_cnt_q[2]$_DFFE_PN0P_ | 0.48 | 1 |
| min in group asynchronous | rst_n_i | s_parity_bit_q$_DFFE_PN0P_ | 1.16 | 2 |
| setup reg to reg | reg_rx_sync[2]$_DFF_PN1_ | s_baud_cnt[3]$_DFF_PN0_ | 3.33 | 6 |
| setup / recovery | s_fsm_q[2]$_DFFE_PN0P_ | rx_valid_o | 2.51 | 4 |
| hold reg to reg | s_reg_bit_cnt_q[2]$_DFFE_PN0P_ | s_reg_bit_cnt_q[2]$_DFFE_PN0P_ | 0.48 | 1 |
| max in group asynchronous | rst_n_i | reg_rx_sync[2]$_DFF_PN1_ | 3.69 | 2 |
-- per-layer routing --
metal / vias up / GRT usage / wire length (um)
met3: 8 / 0.0414 / 219
met1: 758 / 0.262 / 2090
met2: 51 / 0.234 / 1740
li1: 835 / - / -
met4: 0 / 0.0327 / 85
met5: - / 0 / 0
-- layout make-up --
cell class / count / area, um^2 / area share
Tap cell: 70 / 87.6 / 0.0324
Multi-Input combinational cell: 175 / 1200 / 0.445
Clock buffer: 7 / 86.3 / 0.0320
Timing Repair Buffer: 39 / 385 / 0.143
Inverter: 5 / 18.8 / 0.00695
Sequential cell: 36 / 915 / 0.339
Clock inverter: 1 / 7.51 / 0.00278
-- power by group --
group / leakage, nW / switching, mW / internal (mW)
Sequential: 0.447 / 0.00363 / 0.283
Combinational: 0.677 / 0.0295 / 0.0320
Clock: 0.0445 / 0.101 / 0.108
-- kinds of logic (layout without fill, tap and decap cells) --
logic type	after synthesis	count (layout)
simple gates	90	90
xor+xnor	49	49
flops	36	36
compound gates	24	24
buf+inv	17	52
mux	8	8
fa+ha+maj	4	4
Power is estimated from default activity; no workload was simulated.
