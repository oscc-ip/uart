==> design/flow/config.mk <==
export PLATFORM = sky130hd
export DESIGN_NAME = uart_tx
export DESIGN_NICKNAME = uart_tx
export VERILOG_FILES = /design/flow/design.v
export SDC_FILE = /design/flow/constraint.sdc
export NUM_CORES = 4
export LEC_CHECK = 1
export CORE_UTILIZATION = 40
==> design/flow/constraint.sdc <==
current_design uart_tx

set clk_period 3.8
set clk_io_pct 0.2

create_clock -name clk0 -period $clk_period [get_ports {clk_i}]

set non_clock_inputs [all_inputs -no_clocks]
set_input_delay [expr $clk_period * $clk_io_pct] -clock clk0 $non_clock_inputs
set_output_delay [expr $clk_period * $clk_io_pct] -clock clk0 [all_outputs]
==> design/flow/design.v <==
interface uart_if ();
  logic uart_rx_i;
  logic uart_tx_o;
  logic irq_o;
  modport dut(input uart_rx_i, output uart_tx_o, output irq_o);
  modport tb(output uart_rx_i, input uart_tx_o, input irq_o);
endinterface
module uart_tx (
    input  logic        clk_i,
    input  logic        rst_n_i,
    output logic        tx_o,
    output logic        busy_o,
    input  logic        cfg_en_i,
    input  logic [15:0] cfg_div_i,          
    input  logic        cfg_parity_en_i,
    input  logic [ 1:0] cfg_parity_sel_i,
    input  logic [ 1:0] cfg_bits_i,
    input  logic        cfg_stop_bits_i,
    input  logic [ 7:0] tx_data_i,
    input  logic        tx_valid_i,
    output logic        tx_ready_o
);
  typedef enum logic [2:0] {
    IDLE,
    START_BIT,
    DATA,
    PARITY,
    STOP_BIT_FIRST,
    STOP_BIT_LAST
  } fsm_t;
  fsm_t s_fsm_d, s_fsm_q;
  logic [7:0] s_reg_data_d, s_reg_data_q;
  logic [2:0] s_reg_bit_cnt_d, s_reg_bit_cnt_q;
  logic [2:0] s_target_bits;
  logic s_parity_bit_d, s_parity_bit_q;
  logic s_sample_data, s_baudgen_en, s_bit_done;
  logic [15:0] baud_cnt;   
  assign busy_o = (s_fsm_q != IDLE);
  always_comb begin
    unique case (cfg_bits_i)
      2'b00:   s_target_bits = 3'd4;
      2'b01:   s_target_bits = 3'd5;
      2'b10:   s_target_bits = 3'd6;
      2'b11:   s_target_bits = 3'd7;
      default: s_target_bits = 3'd4;
    endcase
  end
  always_comb begin
    tx_o            = 1'b1;
    s_sample_data   = 1'b0;
    tx_ready_o      = 1'b0;
    s_baudgen_en    = 1'b0;
    s_fsm_d         = s_fsm_q;
    s_parity_bit_d  = s_parity_bit_q;
    s_reg_bit_cnt_d = s_reg_bit_cnt_q;
    s_reg_data_d    = {1'b1, s_reg_data_q[7:1]};
    unique case (s_fsm_q)
      IDLE: begin
        if (cfg_en_i) tx_ready_o = 1'b1;
        if (tx_valid_i) begin
          s_fsm_d       = START_BIT;
          s_sample_data = 1'b1;
          s_reg_data_d  = tx_data_i;
        end
      end
      START_BIT: begin
        tx_o           = 1'b0;
        s_parity_bit_d = 1'b0;
        s_baudgen_en   = 1'b1;
        if (s_bit_done) s_fsm_d = DATA;
      end
      DATA: begin
        tx_o           = s_reg_data_q[0];
        s_baudgen_en   = 1'b1;
        s_parity_bit_d = s_parity_bit_q ^ s_reg_data_q[0];
        if (s_bit_done) begin
          if (s_reg_bit_cnt_q == s_target_bits) begin
            s_reg_bit_cnt_d = 'h0;
            if (cfg_parity_en_i) begin
              s_fsm_d = PARITY;
            end else begin
              s_fsm_d = STOP_BIT_FIRST;
            end
          end else begin
            s_reg_bit_cnt_d = s_reg_bit_cnt_q + 1;
            s_sample_data   = 1'b1;
          end
        end
      end
      PARITY: begin
        unique case (cfg_parity_sel_i)
          2'b00: tx_o = ~s_parity_bit_q;
          2'b01: tx_o = s_parity_bit_q;
          2'b10: tx_o = 1'b0;
          2'b11: tx_o = 1'b1;
        endcase
        s_baudgen_en = 1'b1;
        if (s_bit_done) s_fsm_d = STOP_BIT_FIRST;
      end
      STOP_BIT_FIRST: begin
        tx_o         = 1'b1;
        s_baudgen_en = 1'b1;
        if (s_bit_done) begin
          if (cfg_stop_bits_i) s_fsm_d = STOP_BIT_LAST;
          else s_fsm_d = IDLE;
        end
      end
      STOP_BIT_LAST: begin
        tx_o         = 1'b1;
        s_baudgen_en = 1'b1;
        if (s_bit_done) begin
          s_fsm_d = IDLE;
        end
      end
      default: s_fsm_d = IDLE;
    endcase
  end
  always_ff @(posedge clk_i, negedge rst_n_i) begin
    if (~rst_n_i) begin
      s_fsm_q         <= IDLE;
      s_reg_data_q    <= 8'hFF;
      s_reg_bit_cnt_q <= 'h0;
      s_parity_bit_q  <= 1'b0;
    end else begin
      if (s_bit_done) begin
        s_parity_bit_q <= s_parity_bit_d;
      end
      if (s_sample_data) begin
        s_reg_data_q <= s_reg_data_d;
      end
      s_reg_bit_cnt_q <= s_reg_bit_cnt_d;
      if (cfg_en_i) s_fsm_q <= s_fsm_d;
      else s_fsm_q <= IDLE;
    end
  end
  always_ff @(posedge clk_i, negedge rst_n_i) begin
    if (~rst_n_i) begin
      baud_cnt   <= 'h0;
      s_bit_done <= 1'b0;
    end else begin
      if (s_baudgen_en) begin
        if (baud_cnt == cfg_div_i) begin
          baud_cnt   <= 'h0;
          s_bit_done <= 1'b1;
        end else begin
          baud_cnt   <= baud_cnt + 1;
          s_bit_done <= 1'b0;
        end
      end else begin
        baud_cnt   <= 'h0;
        s_bit_done <= 1'b0;
      end
    end
  end
endmodule
==> design/flow/run.sh <==
#!/bin/bash
# OpenROAD 26Q1-2900-gdf79404cd8, Yosys 0.63+post, stock flow scripts
make -C /OpenROAD-flow-scripts/flow DESIGN_CONFIG=/design/flow/config.mk WORK_HOME=/design/flow/orfs finish
==> ci_impl_report.md <==
## PnR job results

| Metric | Value |
|---|---|
| Critical path peak fanout | 2 |
| Post-synth EDFFs | 0 |
| Setup TNS Final | 0 ps |
| Register share after synthesis | 41.59% |
| Die X | 71.81 µm |
| Routability Congestion | 0.8367 |
| Netlist Area Pre-Place | 0.001949 mm² |
| Fillers | 441 |
| Clock Sinks | 32 |
| Post-detailed-route via-to-cell ratio | 5.373 |
| IO buf count | 36 |
| # Post-CTS Setup Buffers | 0 |
| Diodes inserted | 0 |
| CTS H-tree lvls | 2 |
| Synth Area in Compound Gates | 11.94% |
| Cell Pwr Density | 329.4 mW/mm² |
| LEAKAGE | 0.9284 nW |
| Endpoints failing hold | 0 |
| CP max stage delay | 460 ps |
| Max Clock Skew | 3.717 ps |
| Post-synth ARST share | 100.0% |
| Post-DP HPWL | 2.699 mm |
| Slowest stage cell, crit path | clkdlybuf4s50_1 |
| Row cnt | 25 |
| Seq. cell area | 810.8 µm² |
| Post-synthesis xor/xnor area fraction | 14.76% |
| Main synth FF type | dfrtp_1 |
| RSZ-0062 raised after global routing | no |
| # Cells Yosys | 198 |
| Drt drc | 0 |
| Antenna-violating nets left | 0 |
| WHS Path Cells | 1 |
| Crit path top cell by count | clkdlybuf4s50_1 |
| Peak VDD IR | 0.0001791 V |
| CP cell instances | clkdlybuf4s50_1 > or3_1 > nand3_1 > o211ai_1 > a21oi_1 > clkdlybuf4s50_1 |
| Arrival @ worst endpoint | 2320 ps |
| Area Overhead vs Synth | 23.75% |
| YS chip area | 0.001949 mm² |
| Adder share | 1.926% |
| Total number of vias | 1542 |
| Slew @ Worst Pin | 711.3 ps |
| Fin. max-slew vios | 0 |
| First DRT Iteration DRCs | 140 |
| Bufs on Longest Clock Path | 2 |
| Status | finished clean |
| Share of cells above drive strength 1 | 10.30% |
| Post-DR wirelength/cell | 13.57 µm |
| Die area | 0.005157 mm² |
| Fmax | 0.3242 GHz |
| Req. time, crit path | 3040 ps |
| Unique cell types | 46 |
| Logic area | 0.001021 mm² |
| Startpoint types | input port |
| Ys Warns | 1 |
| Hold buffers post-CTS | 0 |
| Overflow after GRT | 0 |
| Final Power | 794.6 µW |
| Top logic family | simple AND/OR/NAND/NOR gates |
| Ratio of final minimum period to clock period | 81.17% |
| Fp util | 41.55% |
| Worst hold path class | flop to flop |
| Clock slew at reported path FFs | 60 ps |
| Critical Setup Path Class | input port to primary output |
| Mapped Cells | 198 |
| Slew headroom | 52.58% |
| CTS tree | done |
| First-pass GRT wire length | 6.900 mm |
| CP Capture Type | primary output |
| Flops & latches, synth | 32 |
| Max-cap violation count | 0 |
| DRT Pass-1 Iters | 4 |
| Mux share of post-synthesis cell area | 2.118% |
| Layout Cell Area excl Fill | 0.002412 mm² |
| Root Buffer | clkbuf_8 |
| Total tool warning count | 25 |
| DIE HEIGHT | 71.81 µm |
| Placement-stage cell area | 0.002312 mm² |
| Simple share | 21.63% |
| Worst R2R Path Depth | 4 |
| WL final | 3.895 mm |
| Post-cts resize count | 0 |
| Late-Pin Clk Latency | 280 ps |
| All-Layer GR Usage | 17.14% |
| # IOs | 37 |
| Largest net degree at the start of global routing | 33 |
| Setup WS pre-CTS | 706.8 ps |
| Antenna violations before repair | 0 |
| Final setup margin | 715.7 ps |
| Final setup viols | 0 |
| CTS buffer count | 5 |
| Syn_area_per_cell | 9.845 µm² |
| Hold slack | 508.3 ps |
| Vias in the first global route | 1511 |
| Core footprint | 0.004692 mm² |
| Min cycle time layout | 3084 ps |
## critical path, delay by kind of cell
| kind | cells | cell delay, ps |
|---|---|---|
| buffers and inverters | 2 | 870 |
| AOI/OAI and AO/OA | 2 | 240 |
| and+or+nand+nor | 2 | 460 |
## area by class of cell
cell class	instances	share of cell area, %
multi-input combinational	146	42.32
sequential	32	33.61
timing repair buffer	39	15.87
clock buffer	8	4.149
tap	54	2.801
inverter	8	1.245
## cell usage in the layout, fill, tap and decap left out, drive strengths merged, types with 2 or more instances in the layout
master,Yosys,layout
o21ai,10,10
clkdlybuf4s50,0,36
dfrtp,24,24
clkbuf,3,8
xor2,2,2
dfstp,8,8
a31oi,2,2
a22o,6,6
inv,7,7
nor3,21,21
nand2,14,14
ha,3,3
nor2,8,8
mux2i,3,3
buf,9,3
nand3,9,9
a21o,5,5
or3,2,2
nor4,5,5
a21oi,2,2
nand4,8,8
xnor2,30,30
nor2b,2,2
## registers in the layout (all words and copies together) (netlist names)
register         cells
s_bit_done           1
baud_cnt            16
s_parity_bit_q       1
s_reg_data_q         8
s_fsm_q              3
s_reg_bit_cnt_q      3
## per-layer routing
| layer | track usage (%) | routed length [µm] | vias to the layer above |
|---|---|---|---|
| met5 | 0 | 0 | - |
| met3 | 3.852 | 257 | 7 |
| met1 | 26.00 | 1889 | 710 |
| met2 | 26.73 | 1689 | 47 |
| li1 | - | - | 778 |
| met4 | 2.397 | 59 | 0 |
## power breakdown
part | internal, mW | switching, mW
clock | 0.165 | 0.123
combinational | 0.0707 | 0.0514
sequential | 0.369 | 0.0148
total | 0.605 | 0.190
## synth_stat cells (2+ instances only)
master,instances,area [µm²]
nand2_1,14,52.55
xnor2_1,29,254.0
dfstp_2,8,210.2
o21ai_0,9,45.04
buf_2,3,15.01
inv_1,7,26.28
buf_6,4,45.04
buf_4,2,15.01
nand4_1,7,43.79
nor4_1,4,25.02
nand3_1,9,45.04
a31oi_1,2,12.51
clkbuf_1,2,7.510
mux2i_1,3,30.03
dfrtp_1,24,600.6
nor3_1,21,105.1
ha_1,3,37.54
a22o_1,6,52.55
nor2_1,7,26.28
a21o_1,5,37.54
xor2_1,2,17.52
a21oi_1,2,10.01
nor2b_1,2,12.51
## worst paths after layout
path                                      from               to  slack (ps)
min in group asynchronous              rst_n_i   s_parity_bit_q         870
max in group asynchronous              rst_n_i  s_reg_data_q[6]        2590
min                            s_reg_data_q[5]  s_reg_data_q[5]         510
min reg2reg                    s_reg_data_q[5]  s_reg_data_q[5]         510
max reg2reg                         s_fsm_q[2]      baud_cnt[3]        1790
max                        cfg_parity_sel_i[0]             tx_o         720
## cell families after synthesis
logic type / after synthesis
fa+ha+maj: 3
xor+xnor: 32
mux: 4
flops: 32
compound gates: 33
buf+inv: 20
simple gates: 74
## metrics by stage
step	utilization [%]	instances
global placement	49.28	279
CTS	51.41	287
finish	51.41	287
detailed placement	49.28	279
floorplan	-	198
global route	51.41	287
No activity file was given, so power comes from the tool's default toggle rates.
